==> design.v <==
`timescale 1ns / 1ns
module scan(read_select, read_data, clk, start, rst, ws, we, wd, sys_finish);
input [7:0] read_data;
input clk, start, rst;
output reg [13:0] read_select, ws;
output [7:0] wd;
output reg sys_finish, we;
reg scan_start=0,stop=0;
integer i=1,k=0,l=50,m=100,flag=1, x1=0, j=0, z=0;
wire [7:0] w [8:0];
reg [15:0] y2;
wire [15:0]yyy;
reg [15:0] y1 = 0;
assign w[0] = 8'h01;
assign w[1] = 8'h02;
assign w[2] = 8'h01;
assign w[3] = 8'h02;
assign w[4] = 8'h04;
assign w[5] = 8'h02;
assign w[6] = 8'h01;
assign w[7] = 8'h02;
assign w[8] = 8'h01;
always@(posedge clk)
begin
if(rst)
	scan_start<=0;
else if(start ==1)
begin
	if(flag == 1)
	begin
			if(i<4)
				begin
					read_select <= k;
					k<=k+1;
					i<=i+1;
				end
			if(i>3 && i<7)
				begin
					read_select <= l;
					l <= l+1;
					i<=i+1;
				end
			if(i>6 && i<10)
				begin
					read_select <= m;
					m <= m+1;
					i<=i+1;
				end
			if(i == 9)
				i <= 1;
			if(m == 2499)
				flag = 0;
			if(k>0)
				scan_start<=1;
			end
end
end
always@(posedge clk)
begin
		if(rst)
		begin
		sys_finish<=0;
		stop<=0;
		end
		else	
		if(scan_start ==1 && stop ==0 )
		begin
			if(z==9)
				begin
					z <= 0;
					ws<=j;
					we<=1;
					j<=j+1;
					y1<=0;
				end	
			else
				begin
					we<=0;
					z <= z+1;
					y1 <= y1 + w[z]*read_data;
				end	
				y2<=y1;
			if(j == 2500)
				begin
					sys_finish <= 1;
					stop <=1;
				end
			else 
			sys_finish <=0;
		end
end	
assign yyy = y2>>4;
assign wd= read_select;
endmodule		
==> run.sh <==
#!/bin/bash
# OpenROAD 26Q1-2900-gdf79404cd8, Yosys 0.63+post, stock flow scripts
make -C /OpenROAD-flow-scripts/flow DESIGN_CONFIG=/design/flow/config.mk WORK_HOME=/design/flow/orfs finish
==> config.mk <==
export PLATFORM = sky130hd
export DESIGN_NAME = scan
export DESIGN_NICKNAME = scan
export VERILOG_FILES = /design/flow/design.v
export SDC_FILE = /design/flow/constraint.sdc
export NUM_CORES = 4
export LEC_CHECK = 1
export CORE_UTILIZATION = 40
==> constraint.sdc <==
current_design scan

set clk_period 5.4
set clk_io_pct 0.2

create_clock -name clk0 -period $clk_period [get_ports {clk}]

set non_clock_inputs [all_inputs -no_clocks]
set_input_delay [expr $clk_period * $clk_io_pct] -clock clk0 $non_clock_inputs
set_output_delay [expr $clk_period * $clk_io_pct] -clock clk0 [all_outputs]
==> run summary <==
run metrics: Max Fanout on Critical Path=32, setup bufs post-CTS=0, ANT nets after route=0, ys cells=approximately 840, r2r endpoint=k[16], CTS root buf=clkbuf_16, worst hold path endpoint=scan_start, crit path buf inv count=1, layout cells sized above 1=6.98%, top cells by area=edfxtp_1 (59%), xnor2_1 (9.6%), xor2_1 (3.8%), total CTS buffers=24, highest clock rate=358 MHz, Resize count post-CTS=0, status=completed, worst path arrival time=2.95 ns, reg2reg setup slack=approximately 2.6 ns, Iter 0 DRT Violations=436, DRC violations left=0, vias in the first global route=~6400, flip-flops with a built-in enable=204, top-count cell post-synth=edfxtp_1, Hold Crit Class=flop to flop, Post-CTS Hold Buffers=0, Die X-Extent=164 um, Latency at later pin=0.51 ns, clk sinks=207, clock-pin slew on the worst setup and hold paths=0.06 ns, Slew headroom=40.2%, Static Leakage=0.00372 uW, CTS tree=built, Yosys top cell by area=edfxtp_1, fin cells=around 1200, cycle use final=between 50% and 60%, Post-synth ARST share=0%, hold path start=scan_start, R2R depth=5, diode count=0, met1 usage=28.5%, Synth cell types=52, Top-Level Pins=49, Worst R2R Start=i[17], total of max-cap violations=0, Worst path max stage delay=around 0.56 ns, Std-Cell Rows=58, number of synthesized register bits=207, mapped cell area=10400 um^2, pin count of the biggest net entering global routing=47, hold depth=2, met2 global-route usage=22.3%, Synth top cells by count=edfxtp_1 (204), xnor2_1 (114), nand3_1 (63), total die size=26700 um^2, Layout Skew=between 0.01 and 0.015 ns, core area=25400 um^2, crit path cell chain=nor4_1 -> nand4_1 -> or2_2 -> o41ai_2 -> buf_4, Dominant Register Cell=edfxtp_1, RePlAce Congestion=about 0.85, critical path class=flop to flop, M3 GR Usage=between 3 and 4%, Core Util, Final=47.0%, Cells after Synth=838, count of tool warnings=38, Worst path top cell family by delay=simple AND/OR/NAND/NOR gates, synthesis-to-finish area growth=14.5%, fp util=41.1%, setup TNS=0 ns, Slowest-stage cell, CP=or2_2, Syn Area/Cell=12.5 um^2, die height=164 um, Placed Instances=about 1200, WL/cell=16.0 um, Data required, critical path=5.56 ns, CTS HTree Levels=1, Final Hold Viols=0, crit path time final=about 2.8 ns, Slew Viols, Final=0, RSZ-0062 raised after global routing=false, via count=6652, Setup Viol. Count Final=0, # port buffers=40, YS chip area=10400 um^2, Setup crit end kind=flop, register share after synthesis=59.3%, CTS max path bufs=3, vias per cell=approximately 5.4, Final HPWL DP=about 13 mm, Ys Warns=1, drt first pass iters=4, aggregate global-route resource usage=16.2%, Worst-Margin Slew=0.890 ns, drt total wl=roughly 20 mm, initial antenna violation count=0, post-synth top area share=58.7%, Max VDD drop=0.000183 V, GRT Max-Usage Layer=met1, GRT Residual Overflow=0, crit start category=flop, first-pass GRT wire length=roughly 33 mm, PD cells=about 280 nW/um^2
kinds of logic (layout without fill, tap and decap cells):
kind of cell             Yosys count  count (layout)  share of synthesized area (%)
AND-OR/OR-AND                     48              48                           3.69
XOR/XNOR                         159             159                           13.3
adder cells (fa/ha/maj)           11              11                           1.32
buffers and inverters             51             115                           2.59
flip-flops                       207             207                           59.3
multiplexers                       1               1                         0.0959
other                              1               1                         0.0359
AND/OR/NAND/NOR                  360             360                           19.6
metal layers:
layer | vias to the layer above | share of wire, %
li1 | 3286 | -
met4 | 0 | 1.7
met1 | 3205 | 50
met3 | 22 | 5.7
met2 | 139 | 42
met5 | - | 0
flip-flops by register name, summed over array words and instances (netlist names):
register / flops
sys_finish: 1
z: 32
l: 14
ws: 14
scan_start: 1
read_select: 14
we: 1
k: 32
flag: 1
stop: 1
m: 32
j: 32
i: 32
layout make-up:
| class | count | area [um^2] |
|---|---|---|
| multi-input combinational | 580 | 4010 |
| sequential | 207 | 6190 |
| clock inverter | 10 | 119 |
| tap | 330 | 413 |
| clock buffer | 31 | 648 |
| fill | 2258 | 13500 |
| inverter | 23 | 86.3 |
| timing repair buffer | 51 | 483 |
worst max path at each step:
| stage | end | startpoint | cells after the start | slack [ns] |
|---|---|---|---|---|
| 4_1_cts | k[2] | i[8] | 5 | 2.58 |
| 5_1_grt | k[20] | i[10] | 5 | 2.35 |
| 6_report | k[16] | i[17] | 5 | 2.60 |
worst reg2reg max path: stages (launching register included):
cell	delay [ns]
edfxtp_1	0.49
nor4_1	0.34
nand4_1	0.29
or2_2	0.56
o41ai_2	0.33
buf_4	0.43
placed cells by master (no fill, tap or decap), types with 4 or more instances in the layout:
master	instances
a21oi_1	4
a22oi_1	14
and2_1	8
and3_1	24
and4_1	8
buf_4	11
clkbuf_1	6
clkbuf_16	25
clkdlybuf4s50_1	40
clkinv_1	5
edfxtp_1	204
ha_1	11
inv_1	23
nand2_1	58
nand3_1	63
nand4_1	61
nor2_1	37
nor3_1	19
nor3_2	4
nor4_1	43
nor4_4	5
nor4b_1	6
o21ai_0	5
o2bb2ai_1	11
or2_2	4
xnor2_1	114
xor2_1	45
per-stage QoR:
step                power [uW]  hold WS (ns)  area [um^2]  setup slack, ns
CTS                       3420         0.450        11900             2.58
finish                    3390         0.447        11900             2.60
global placement          1820         0.446        11200             2.18
detailed placement        1820         0.443        11200             2.21
floorplan                 1810         0.416        10400            0.133
global route              3500         0.482        11900             2.35
power by group:
| group | total [uW] | internal, uW | switching (uW) | leakage (uW) |
|---|---|---|---|---|
| combinational | 25.8 | 11.3 | 14.6 | 0.00147 |
| sequential | 1760 | 1750 | 9.13 | 0.00187 |
| clock | 1600 | 980 | 619 | 0.000373 |
Power figures rest on the tool's default switching activity, not on a simulated workload.
