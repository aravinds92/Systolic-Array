==> flow/design.v <==
`timescale 1ns / 1ns
module systol_new1(read_select, result, finish, start, read_data, clk, rst, we, ws);
input start,clk,rst;
input [7:0] read_data;  
output reg [13:0]read_select;
output wire [13:0] ws;
output [7:0]result;
output reg finish;
output wire we;
wire [13:0] result_temp;
reg [13:0] result_1;
reg [7:0] d1,d2,d3;
reg [15:0] i ;
reg [13:0] j ;
reg [13:0] k ;
reg [13:0] l ;
reg [13:0] cnt;
wire cnt1;
reg [13:0] address;
reg [7:0] w1,w2,w3,w4,w5,w6,w7,w8,w9; 
reg flag1,flag2;
wire flag;
reg [13:0] sr;
reg [7:0] result_copy;
reg [13:0] ws1, ws2;
reg we1, we2;
assign flag=flag1|flag2;
always@(posedge clk)
begin
if(rst)
begin
	d1<=0;
	d2<=0;
	d3<=0;
	i<= 0;
	j<= 50;
	k<=100;
	l<=0;
	cnt<=0;
	address<=0;
	w1<=1;
	w2<=2;
	w3<=1;
	w4<=2;
	w5<=4;
	w6<=2;
	w7<=1;
	w8<=2;
	w9<=1;	
	flag1<=0;
	flag2<=0;
	sr<=0;
	ws1<=0;
	we1<=0;
end
else if(!rst)
begin
	if(start==1 && k<2500)
	begin
		if (i%3 == 0)
			begin
			read_select <= l;
			i <= i+1;
			l<=l+1;
			cnt <= cnt+1;
			d2 <= read_data;
			end
		else if (i%3 == 1 && i!=0)
			begin
			read_select <= j;
			i <= i+1;
			j <= j+1;
			cnt <= cnt+1;
			d3 <= read_data;
			end
		else if (i%3 == 2 && i!=0)
			begin
			read_select <= k;
			i <= i+1;
			k <= k+1;
			cnt <= cnt+1;
			d1 <= read_data;
			end
		if(cnt == 8)
			begin
				cnt <= 0;	
				l<=l-2'd2;
				j<=j-2'd2;
				k<=k-2'd1;
			end
	end
	else
	if(k==2500)
		flag1<=1;
	if(flag1==1 && sr<50)
		begin
			read_select<=sr;
			result_copy<=read_data;
			ws1<=sr-2;
			we1<=1;
			sr<=sr+1;
		end	
	if(sr==50)
		begin
			flag2<=1;
			flag1<=0;
			we1<=0;
			sr<=14'd2449;
		end
	if(flag2==1 && sr<2500)
		begin
			read_select<=sr;
			result_copy<=read_data;
			ws1<=sr;
			we1<=1;
			sr<=sr+1;
		end
	if(sr == 2500)
		begin
			we1<=0;
			flag2<=0;
		end	
	end
end
always@(*)
begin
if(rst)
	finish <= 0;
else
if(k==2500)
finish <= 1;
else
finish <= 0;
end
always@(negedge clk)
begin
if(rst)
	begin
		ws2<=50;
		we2<=0;
		result_1 <= 8'h00;
	end
else if(start == 1)
	begin
		if(cnt==3)
		begin
			result_1<=result_1+w1*d1+w2*d2+w3*d3;
		end	
		else if(cnt == 6)
		begin
			result_1<=result_1+w4*d1+w5*d2+w6*d3;
		end	
		else if(cnt == 0 && i>0)
		begin
			result_1<=result_1+w7*d1+w8*d2+w9*d3;
		end
		else if(cnt == 1 && i>8)
		begin
			we2<=1;
			ws2<=ws2+1;
		end
		else if(cnt == 2)
		begin
			result_1 <= 0;
			we2<=0;
		end
	end
end
assign we= flag?we1:we2;
assign ws= flag?ws1:ws2;
assign result_temp = result_1>>4;
assign result = flag?result_copy:result_temp[7:0];	 
endmodule
==> flow/run.sh <==
#!/bin/bash
# OpenROAD 26Q1-2900-gdf79404cd8, Yosys 0.63+post, stock flow scripts
make -C /OpenROAD-flow-scripts/flow DESIGN_CONFIG=/design/flow/config.mk WORK_HOME=/design/flow/orfs finish
==> flow/config.mk <==
export PLATFORM = sky130hd
export DESIGN_NAME = systol_new1
export DESIGN_NICKNAME = systol_new1
export VERILOG_FILES = /design/flow/design.v
export SDC_FILE = /design/flow/constraint.sdc
export NUM_CORES = 4
export LEC_CHECK = 1
export CORE_UTILIZATION = 50
==> flow/constraint.sdc <==
current_design systol_new1

set clk_period 11.5
set clk_io_pct 0.2

create_clock -name clk0 -period $clk_period [get_ports {clk}]

set non_clock_inputs [all_inputs -no_clocks]
set_input_delay [expr $clk_period * $clk_io_pct] -clock clk0 $non_clock_inputs
set_output_delay [expr $clk_period * $clk_io_pct] -clock clk0 [all_outputs]
==> GITHUB_STEP_SUMMARY <==
## Implementation flow summary

| Metric | Value |
|---|---|
| GR Overflow Total | `0` |
| Sw Ratio | `0.351` |
| Placed cell count | `2070` |
| CP Capture Type | `register` |
| Synth unique cells | `around 110` |
| CTS Hold Bufs | `0` |
| Sw Pwr | `roughly 700 uW` |
| Post-Syn Area | `approximately 14000 um^2` |
| Ys Warns | `1` |
| Top Layout Cells | `174 x nor2_1, 154 x dfxtp_1, 140 x a21oi_1, 121 x nand2_1, 91 x inv_1` |
| Ys async rst share | `0` |
| Late-Pin Clk Latency | `between 400 and 500 ps` |
| Iteration tally of the first detailed-router pass | `7` |
| Period minus WS final | `10150 ps` |
| Die H | `170 um` |
| Final core occ | `0.557` |
| Max Clk Rate | `98.6 MHz` |
| FILL cells | `2519` |
| Syn Inst Count | `between 1500 and 2000` |
| Ant. Diodes | `0` |
| Worst Path Arrival | `10300 ps` |
| Clock Power Share | `0.326` |
| Leak | `6.05 nW` |
| Chip width | `170 um` |
| Final instance area | `15400 um^2` |
| Drt first-iter violations | `1032` |
| Setup Viol. Count Final | `0` |
| Clk slew on worst S/H paths | `70 ps` |
| Top_reg_cell synth | `dfxtp_1` |
| Via Count | `13100` |
| Core Area | `27700 um^2` |
| Seq share, synth | `0.266` |
| DP Area | `14700 um^2` |
| # IOs | `a little under 50` |
| Gate power share | `0.298` |
| CTS tree | `done` |
| First-pass GRT wire length | `62300 um` |
| Antenna-violating nets left | `0` |
| Max Cap Viol | `0` |
| Yosys cell count | `1736` |
| Post-cts resize count | `0` |
| Post-CTS Setup Inserts | `0` |
| Clock sink count | `176` |
| Final Non-Filler Cells | `2128` |
| Status | `complete, no violations` |
| Core Util at FP | `0.508` |
| CP Capture Point | `read_select[9]$_DFFE_PP_` |
| Final wirelength | `37500 um` |
| RSZ-0062 raised after global routing | `false` |
| Share of layout cells above drive strength 1 | `0.0771` |
| DP Worst Slack | `1580 ps` |
| PD cells | `127 nW/um^2` |
| Post-DP HPWL | `roughly 27000 um` |
| Critical Path Fanout Max | `21` |
| Vias in the first global route | `approximately 12000` |
| Startpoint types | `register` |
| Reg power frac | `0.376` |
| Worst Path Required | `11660 ps` |
| H-Tree Depth | `4` |
| Syn avg cell area | `8.11 um^2` |
| Relative slew slack | `0.435` |
| WL per Instance | `17.6 um` |
| Register-to-Register Path Depth | `32` |
| Area Growth Syn to Fin | `9.70%` |
| Row Count | `61` |
| Final WS setup | `1350 ps` |
| Number of remaining DRC errors | `0` |
| EDFF count, synth | `22` |
| Full die area | `between 20000 and 30000 um^2` |
| Max stage delay on crit path | `750 ps` |
| RR Endpoint | `read_select[9]$_DFFE_PP_` |
| Placer congestion estimate | `approximately 0.94` |
| Yosys Chip Area | `14100 um^2` |
| GRT Overall Usage | `0.275` |
| Worst-margin pin slew | `844 ps` |
| Root Buffer | `clkbuf_16` |
| Max VDD drop | `between 0.1 and 0.15 mV` |
| CP startpoint | `i[14]$_SDFFE_PP0P_` |
| Synthesized flop and latch total | `between 150 and 200` |
| Max-slew violations | `0` |
| Clk buf depth | `2` |
| Worst Hold Class | `register to register` |
| Final hold vios | `0` |
| Vias per cell | `6.13` |
| CP Class | `register to register` |
| Largest net degree at the start of global routing | `51` |
| Tool warnings | `approximately 62` |
| Hold slack final | `469 ps` |
| Port Buffers | `48` |
| Initial antenna violation count | `0` |
| R2R Path Start | `i[14]$_SDFFE_PP0P_` |
| Internal reg-to-reg setup slack | `1350 ps` |
| Slowest cell on crit path | `dfxtp_1` |
| Power consumption | `1.96 mW` |
| Clk_skew | `40.4 ps` |
| Internal power | `approximately 1.3 mW` |
| TritonCTS Buffers | `17` |
| Most used logic cell in the final layout | `nor2_1` |
| Setup TNS | `0 ps` |
| Period utilization | `0.882` |
## synthesized netlist by cell type, drive strengths merged, types with 13 or more instances
cell	n	area share
o21a	17	0.0091
o21ai	79	0.028
nand2	121	0.032
a21oi	141	0.051
a31oi	21	0.010
or3	51	0.023
edfxtp	22	0.047
o211ai	17	0.0094
xor2	22	0.014
o2111ai	13	0.0081
fa	33	0.047
o21bai	15	0.0080
a21o	19	0.010
nor4	21	0.011
mux2i	39	0.028
nor2	175	0.047
and3	32	0.014
xnor2	42	0.026
nor3	70	0.026
buf	29	0.011
or4	20	0.011
mux2	28	0.022
a211oi	30	0.018
inv	66	0.018
clkbuf	87	0.023
nand4	30	0.013
dfxtp	154	0.22
o31ai	21	0.014
ha	57	0.051
nor2b	15	0.0067
nand3	54	0.019
o2bb2ai	14	0.0087
a221oi	26	0.017
## worst max-delay path, delay by kind of cell (launching register included)
kind	cells	cell delay, ps
AND-OR/OR-AND	16	5330
adder cells (fa/ha/maj)	3	920
XOR/XNOR	1	210
buffers and inverters	4	440
AND/OR/NAND/NOR	8	2200
flip-flops	1	750
## cell families after synthesis
| kind of cell | Yosys count | synth area share |
|---|---|---|
| adders and majority gates | 91 | 0.0983 |
| AOI/OAI and AO/OA | 510 | 0.257 |
| xor gates and xnor gates | 64 | 0.0398 |
| and+or+nand+nor | 645 | 0.236 |
| muxes | 67 | 0.0502 |
| DFF | 176 | 0.266 |
| buffers and inverters | 183 | 0.0522 |
## state kept, by name (all words and copies together) (netlist names), 14 cells and up
name,flops
read_select,14
k,14
ws2,14
i,16
ws1,14
j,14
cnt,14
sr,14
l,14
## layer usage
layer / track usage / wire length (um) / vias to the layer above
met1: 0.440 / 18300 / 6130
li1: - / - / 6514
met5: 0 / 0 / -
met4: 0.0282 / 407 / 0
met3: 0.0482 / 2260 / 26
met2: 0.413 / 16600 / 381
## area by class of cell
type	count	area, um^2	area share
Multi-Input combinational cell	1377	9600	0.622
Sequential cell	176	3740	0.243
Timing Repair Buffer	72	658	0.0426
Clock buffer	20	479	0.0310
Tap cell	378	473	0.0306
Inverter	66	248	0.0160
Clock inverter	39	233	0.0151
## worst min-delay path by stage
stage,startpoint,endpoint,depth (start not counted)
4_1_cts,ws1[0]$_SDFFE_PP0N_,ws1[0]$_SDFFE_PP0N_,2
5_1_grt,ws1[0]$_SDFFE_PP0N_,ws1[0]$_SDFFE_PP0N_,2
6_report,ws1[0]$_SDFFE_PP0N_,ws1[0]$_SDFFE_PP0N_,2
## power by group through the flow
stage     Sequential [mW]  Clock (mW)  Combinational [mW]
5_1_grt             0.745       0.687               0.661
4_1_cts             0.738       0.654               0.585
6_report            0.736       0.639               0.582
Power and IR drop assume default switching activity.
