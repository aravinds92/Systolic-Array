==> design/flow/design.v <==
`timescale 1ns / 1ns
module MEM(
	input clk,
	input wr_enable,
	input [13:0] write_select,
	input [13:0] read_select,
	input [7:0] write_data,
	output reg [7:0] read_data
   );
	parameter NUM_DATA = 2499;
	reg [7:0] Data [NUM_DATA:0];
	always@(posedge clk)
	begin
		 read_data = Data[read_select];
	end
	always@(posedge clk)
		begin
		if(wr_enable)
			Data[write_select] <= write_data;
		end
endmodule
`timescale 1ns / 1ps
module integrated(clk, rst, start, finish);
input clk, rst, start;
output finish;
wire [13:0]ws1, rs1, rs;
reg  we;
wire we1;
reg [13:0] ws;
reg [7:0] wd;
wire [7:0] rd, wd1, rd1;
reg[13:0] i;
MEM M1(clk, we, ws, rs, wd, rd);	 
MEM M2(clk, we1, ws1, rs1, wd1, rd1);	 
scan_new s1(rs, start, clk, rst, rd, wd1, ws1, we1, finish);
always@(posedge clk)
begin
			if(rst)
			i<=0;
			else if(i<2500)
			begin
				i<=i+1;
				ws<=i;
				wd<=i;
				we<=1;		
			end	
			if(i==2500)
			we<=0;
end		
endmodule
`timescale 1ns / 1ps
module scan_new(read_select, start, clk, rst, rd, wd, ws, we, finish);
input clk,rst,start;
input [7:0] rd;
output wire finish;
output reg [13:0] read_select, ws;
output reg  we;
output reg [7:0] wd;
reg [15:0] i,k,l,m;
reg flag, flag1;
wire [7:0] result;
reg [7:0] result_temp;
reg sys_start, scan_start;
reg [13:0]ws1;
reg we1;
always@(posedge clk)
begin
if(rst)
begin
	scan_start<=0;
	i<=0;
	k<=0;
	l<=50;
	m<=100;
	flag<=1;
end
else if(start ==1)
begin
	if(flag == 1)
	begin
			if(i%3==0)
				begin
					read_select <= k;
					k<=k+1;
					i<=i+1;
				end
			else if(i%3==1)
				begin
					read_select <= l;
					l <= l+1;
					i<=i+1;
				end
			else if(i%3==2)
				begin
					read_select <= m;
					m <= m+1;
					i<=i+1;
				end
			if(i == 8)
				begin
				i <= 0;
				k<=k-2;
				l<=l-2;
				m<=m-1;
				end
			if(m == 2500)
				flag <= 0;
			if(k>0)
				scan_start<=1;
			end
end
end
always@(posedge clk)
begin
	if(rst)
	begin
		we<=we1;
		ws<=ws1;
		wd<=0;
		flag1<=1;
	end
	else if(ready==0 && flag1==1)
	begin
		we<=we1;
		wd <= result;
	end
	if(ready==1 && flag1==1)
	begin
		we<=we1;
		ws<=ws1;
	end	
	if(ws == 2499)
	flag1<=0;
end
always@(posedge clk)
begin 
	if(rst)
	begin
	we1<=0;
	ws1<=0;
	end
	else if(ready==0 && flag1==1)
		begin
			we1<=0;
		end
	if(ready==1 && flag1==1)
	begin
		we1<=1;
		ws1<=ws1+1;
	end
end
assign finish = (ws==2499)?1'd1:1'd0;
semi_systolic ssc1 (clk, rst, rd, result, ready, scan_start);
endmodule
`timescale 1ns / 1ps
module semi_systolic(clk, rst, d, r, ready, start);
input clk, rst, start;
input [7:0] d;
output wire [7:0] r;
output wire ready;
reg [7:0] d1, d2, d3, d4, d5, d6, d7, d8, d9; 
wire [15:0] r1, r2, r3, r4, r5, r6, r7, r8, r9;
wire [15:0] r_temp1;
wire [15:0] r_temp2;
reg [3:0] cnt;
reg [15:0] i;
reg b1, b2, b3, b4, b5, b6, b7, b8, b9;
reg m1, m2, m3, m4, m5, m6, m7, m8, m9;
systolic S1(r1, 16'd1, clk, d1, rst, b1, m1);
systolic S2(r2, 16'd2, clk, d2, rst, b1, m1);
systolic S3(r3, 16'd1, clk, d3, rst, b1, m1);
systolic S4(r4, 16'd2, clk, r1, rst, b2, m2);
systolic S5(r5, 16'd4, clk, r2, rst, b2, m2);
systolic S6(r6, 16'd2, clk, r3, rst, b2, m2);
systolic S7(r7, 16'd1, clk, r4, rst, b3, m3);
systolic S8(r8, 16'd2, clk, r5, rst, b3, m3);
systolic S9(r9, 16'd1, clk, r6, rst, b3, m3);
always@(posedge clk)
begin
	if(rst)
	begin
	cnt<=0;
	i<=0;
	end	
	else
	if(start==1)
	begin
	i<=i+1;	
	cnt<= cnt+1;
	if(cnt==8)
		cnt<=0;
	end	
end
always@(posedge clk)
begin
	if(!rst)
	begin
		if(cnt==0)
			begin
				d1<=d;
				b3<=0;
				m3<=1;
				b2<=0;
				m2<=1;
				b1<=0;
				m1<=1;
			end	
		else
		if(cnt==1)
				d2<=d;
		else
		if(cnt==2)
			begin
				d3<=d;
				b3<=0;
				m3<=0;
				b2<=0;
				m2<=0;
				b1<=0;
				m1<=0;
			end
		else
		if(cnt>2 && cnt<6)
		begin
			b1<=1;
			m1<=0;
		end
		else
		if(cnt>5 && cnt<9)
		begin
			b2<=1;
			m2<=0;
			b1<=1;
			m1<=0;
		end	
	end	
end
assign r_temp1=rst?7'd0:(cnt==1)? 7'd0 : (r1+r2+r3+r4+r5+r6+r7+r8+r9);
assign r = r_temp1>>4;
assign ready=rst?1'd0:(cnt==2 && i>8)?1:0;
endmodule
`timescale 1ns / 1ps
module systolic(r, w, clk, d, rst, bcast, m);
input [15:0] w;
input [7:0] d;
input clk, rst, bcast, m;
output reg [15:0] r;
always@(posedge clk)
begin
	if(rst)
		r <= 0;
	else 
	if(bcast == 1 && m==0)
		r <= d;
	else
	if(bcast == 0 && m==1)
		r <= w*d;
end
endmodule
==> design/flow/run.sh <==
#!/bin/bash
# OpenROAD 26Q1-2900-gdf79404cd8, Yosys 0.63+post, stock flow scripts
make -C /OpenROAD-flow-scripts/flow DESIGN_CONFIG=/design/flow/config.mk WORK_HOME=/design/flow/orfs finish
==> design/flow/config.mk <==
export PLATFORM = sky130hd
export DESIGN_NAME = integrated
export DESIGN_NICKNAME = integrated
export VERILOG_FILES = /design/flow/design.v
export SDC_FILE = /design/flow/constraint.sdc
export NUM_CORES = 4
export LEC_CHECK = 1
export CORE_UTILIZATION = 50
==> design/flow/constraint.sdc <==
current_design integrated

set clk_period 12.0
set clk_io_pct 0.2

create_clock -name clk0 -period $clk_period [get_ports {clk}]

set non_clock_inputs [all_inputs -no_clocks]
set_input_delay [expr $clk_period * $clk_io_pct] -clock clk0 $non_clock_inputs
set_output_delay [expr $clk_period * $clk_io_pct] -clock clk0 [all_outputs]
==> out/metrics.cfg <==
[status]
status = finished clean

[floorplanning]
rows = 46
chipWidth_um = 128.9
die-area_mm2 = 0.01662
ioPinCount = 4
die_y_um = 128.9
design.core.area_mm2 = 0.01583
fp_util_pct = 50.90

[drt]
drt_iter0_drc = 575
dr_total_vias = 7195
ant_nets = 0
viasPerCell = 6.077
diodes = 0
drc = 0
drt-total-wl_um = 18710
dr.pass1.iters = 6
avgRoutedWirePerCell_um = 15.80

[critical_path]
timing.rr.end = s1.k[15]
critPathKind = register to register
path_max_fanout = 26
slowest_stage = dfxtp_1
slowest_delay_ns = 0.89
crit_arrival_ns = 9.65
r2r_start = s1.i[15]
end_kind = register
reg2regPathDepth = 29
critical_path.most_common_cell = ha_1
critPathTopFamily = simple AND/OR/NAND/NOR gates
cp.depth = 29
worst_ep_required_time_ns = 12.27
start_kind = register
path_buffers = 1
r2r_slack_ns = 2.62

[clock_tree]
cts_tree = yes
ctsHoldBuffers = 0
clock_sinks = 99
clkTransAtPathRegs_ns = 0.07
cts_root_buf = clkbuf_16
post_cts_buffers = 0
htree_num_levels = 3
cts-buffers-inserted = 9
cts_buffer_depth = 2
cts_resized = 0
clk_latency_ns = 0.35

[sta]
period_minus_slack_ns = 9.376
finalSetupViolCount = 0
rsz0062_at_grt = no
tightest_slew_ns = 0.8694
drv_slew = 0
final.period_utilization_pct = 78.13
slew_headroom_pct = 41.96
fin_skew_ns = 0.006521
max_freq_ghz = 0.1067
finalHoldViolations = 0
tns_ns = 0

[power]
ir_drop_v = 0.00007992
seqPwrFrac_pct = 49.1
p_per_area_mw_per_mm2 = 86.95
power.net_switching_mw = 0.1782
p_comb_share_pct = 7.8
switching_share_pct = 24.13
power_mw = 0.7387
power_leakage_nw = 3.246
internal-power_mw = 0.5604
clkPwrFrac_pct = 43.1

[logic_synthesis]
largest_area_cell = dfxtp_1
netlist.area_leader.share_pct = 17.64
async_flop_share_pct = 0
synth.avg_cell_area_um2 = 8.121
synth.most_common_cell = nor2_1
ys_top_cells_by_count = 118 x nor2_1, 71 x dfxtp_1, 69 x a21oi_1
ys_types = 104
ys_cells = 992
syn-instance-count = 992
yosys_warnings = 12
ys_seq_share_pct = 28.08
ys_ff = 99
yosys_area_mm2 = 0.008056
edf_count = 28
synthTopCellsByArea = dfxtp_1 18%, edfxtp_1 10%, nor2_1 5.5%
yosys_most_used_dff = dfxtp_1
netlist_area_mm2 = 0.008056

[worst_hold_path]
whs_endpoint = s1.flag
min-delay-start = s1.flag
min_path_cells = 1
min_path_type = register to register

[run]
drv_cap = 0
warning_count = 32

[place]
hpwl_um = 13180
numPortBuffers = 3
gp_congestion = 0.9637

[global_route]
first_global_vias = 6419
antenna_found_initial = 0
gr-usage-all-layers_pct = 23.58
grt_pass1_wl_um = 31110
grt_max_degree = 65
grt-ovfl-total = 0

[final_layout]
area_growth_pct = 5.451
drive_gt1_share_pct = 8.988

==> metal layers <==
layer / vias to the layer above / global-route usage, % / wire (um)
met2: 164 / 37.87 / 8640
met4: 0 / 2.699 / 197
li1: 3620 / - / -
met5: - / 0 / 0
met3: 17 / 2.160 / 714
met1: 3394 / 36.50 / 9155
==> kinds of logic after synthesis <==
logic type / Yosys count / synth area share, %
multiplexers: 26 / 3.339
XOR/XNOR: 66 / 7.361
adder cells (fa/ha/maj): 32 / 5.032
AND-OR/OR-AND: 281 / 25.56
buffers and inverters: 93 / 5.109
flip-flops: 99 / 28.08
AND/OR/NAND/NOR: 395 / 25.52
==> worst max path at each step <==
stage	from	slack, ns	endpoint
finish	s1.i[15]	2.62	s1.k[15]
global route	s1.i[15]	1.94	s1.i[14]
CTS	s1.i[15]	2.77	s1.k[15]
==> cells in the final DEF, fill, tap and decap left out, types with 9 or more instances in the layout <==
master / netlist / layout
nand4_1: 20 / 20
o211ai_1: 11 / 11
a211oi_1: 9 / 9
a31oi_1: 22 / 22
clkbuf_16: 0 / 9
a21oi_1: 69 / 68
or3_1: 17 / 17
a211o_1: 9 / 9
nor3_1: 29 / 28
o21ai_0: 46 / 46
nand2_1: 67 / 67
and3_1: 25 / 25
buf_4: 3 / 9
a21o_1: 10 / 10
xnor2_1: 39 / 39
dfxtp_1: 71 / 71
nor2b_1: 13 / 13
xor2_1: 25 / 25
nand3_1: 37 / 37
nor4_1: 12 / 12
or4_1: 10 / 10
mux2i_1: 19 / 19
nor2_1: 118 / 118
ha_1: 30 / 30
edfxtp_1: 28 / 28
inv_1: 33 / 33
==> power groups by stage <==
stage	combinational (mW)	clock, mW	sequential, mW
CTS	0.0580	0.325	0.363
global route	0.0652	0.336	0.365
finish	0.0577	0.318	0.363
==> layout make-up <==
class	count	area, um2
multi-input combinational	800	5391
clock buffer	10	229.0
inverter	41	153.9
fill	1418	7332
sequential	99	2262
clock inverter	6	96.34
tap	216	270.3
timing repair buffer	12	92.59
==> state kept, by name, indices dropped and copies added, names as in the netlist <==
register       cells
s1.k              16
s1.ws1            14
s1.scan_start      1
s1.flag1           1
s1.ws             14
s1.m              16
s1.flag            1
s1.i              16
s1.ssc1.i         16
s1.ssc1.cnt        4
==> stage by stage <==
step	setup WS, ns	std cells	cell area [um2]	utilization, %	hold slack, ns
final	2.624	1184	8496	53.68	0.4640
after global routing	1.936	1184	8496	53.68	0.4932
after CTS	2.772	1184	8496	53.68	0.4693
after detailed placement	2.811	1168	8170	51.62	0.4467
after global placement	2.965	1168	8170	51.62	0.4396
after floorplan	3.726	992	8056	-	0.4264
Power and IR drop assume default switching activity.
